$ cat constraint.sdc
current_design uart_tx_top

set clk_period 3.4
set clk_io_pct 0.2

create_clock -name clk0 -period $clk_period [get_ports {clk10mhz}]

set non_clock_inputs [all_inputs -no_clocks]
set_input_delay [expr $clk_period * $clk_io_pct] -clock clk0 $non_clock_inputs
set_output_delay [expr $clk_period * $clk_io_pct] -clock clk0 [all_outputs]
$ cat config.mk
export PLATFORM = sky130hd
export DESIGN_NAME = uart_tx_top
export DESIGN_NICKNAME = uart_tx_top
export VERILOG_FILES = /design/flow/design.v
export SDC_FILE = /design/flow/constraint.sdc
export NUM_CORES = 4
export LEC_CHECK = 1
export CORE_AREA = 10 10 70 70
export DIE_AREA = 0 0 80 80
$ cat design.v
module uart_clkgen_10mhz_115200(
    clkUtx,
    nRst,
    clk10mhz
);
input   wire                clk10mhz;	 
input   wire                nRst;	 
output  reg                 clkUtx;	 
reg         [7:0]                   cnt;		
reg[2:0] uart_ctrl;	 
always @ (posedge clk10mhz or negedge nRst) begin
    if(!nRst) begin
        cnt                 <= 8'd43 ;
        clkUtx              <=  1'b0 ;
    end
    else begin
        if (cnt[7:1] == 7'd0 ) begin
            if ( clkUtx == 1'b1 ) begin
                cnt         <= 8'd43 ;
                clkUtx      <=  1'b0 ;
            end
            else begin
                cnt         <= 8'd44 ;
                clkUtx      <=  1'b1 ;
            end
        end
        else begin
            cnt             <= cnt - 8'd1 ;
        end
    end
end
endmodule
module uart_tx_only(
    uTx,
    txBusy,
    txData8,
    txStart,
    nRst,
    clk
);
output                          uTx;	 
output                          txBusy;	 
input   [7:0]                   txData8;	 
input                           txStart;		 
input                           nRst;		 
input                           clk;		 
assign uTx = 1'b1 ;
endmodule
module uart_tx_top(
    busDefault,
    busNow,
    uTx,
    clkUtx ,
    nRst,
    clk10mhz
);
input   wire    [32:0]       busDefault ;
output  wire    [32:0]       busNow ;
input   wire                clk10mhz;			 
input   wire                nRst;		 
output  wire                clkUtx;	
output  wire                uTx;	
wire            [7:0]       txData8;	
wire                        txBusy;		
assign txData8  =   'h08;
assign busNow   =   0 ;
uart_clkgen_10mhz_115200		
ucg01(	
    .clk10mhz(clk10mhz),	 
    .nRst(nRst),
    .clkUtx(clkUtx)
);
uart_tx_only			
tx01(		
    .uTx(uTx),
    .txBusy(txBusy),
    .txData8(txData8),
    .txStart(1'b0),
    .nRst(nRst),
    .clk(clkUtx)
);
endmodule
$ cat run.sh
#!/bin/bash
# OpenROAD 26Q1-2900-gdf79404cd8, Yosys 0.63+post, stock flow scripts
make -C /OpenROAD-flow-scripts/flow DESIGN_CONFIG=/design/flow/config.mk WORK_HOME=/design/flow/orfs finish
==> results.json <==
{
  "outcome": "completed",
  "p_per_area_nw_per_um2": 295,
  "warning_count": 58,
  "use_met3": 0.0216,
  "top_usage_layer": "met2",
  "cts_tree": "built",
  "worst_hold_path_type": "flop to flop",
  "root_buffer": "clkbuf_4",
  "globalRouteTotalUtil": 0.0368,
  "clock_latency_ns": 0.26,
  "synth_flops": 9,
  "htree_levels": 1,
  "finalHoldViolations": 0,
  "hp-start": "ucg01.clkUtx",
  "syn_area_per_cell_um2": 9.70,
  "period_used_share": 0.532,
  "ir_drop_mv": 0.236,
  "fp_util": 0.204,
  "gr-usage-met1": 0.0400,
  "synth_area_um2": 698,
  "overflow": 0,
  "placed_area_um2": 629,
  "grt_pass1_wl_mm": 1.93,
  "hold_depth": 1,
  "cpLargestDelayFamily": "buffers and inverters",
  "skew_ns": 0.00538,
  "netlist_instances": 72,
  "ant_nets": 0,
  "yosysWarnings": 1,
  "fin_area_um2": 656,
  "drt_first_pass_iters": 4,
  "timing.critical_path.buf_inv": 1,
  "finalWirelength_mm": 1.12,
  "cp_max_fo": 4,
  "met2_usage": 0.0634,
  "hold_buffers": 0,
  "grt_max_degree": 10,
  "start_kind": "flop",
  "vias_per_cell": 3.00,
  "p_leak_nw": 0.343,
  "maxSlewViolCount": 0,
  "die_w_um": 80,
  "layout_top_cell": "conb_1",
  "fmax_ghz": 0.553,
  "r2r_start": "ucg01.cnt[4]",
  "finalNonFillerCells": 121,
  "drc_errors": 0,
  "avgRoutedWirePerCell_um": 9.22,
  "post-place-cells": 117,
  "ctsLongestPathBuffers": 2,
  "ys_types": 22,
  "ys_seq_share": 0.330,
  "worst-r2r-cell-count": 3,
  "area_growth_pct": -6.09,
  "ios": 70,
  "chipHeight_um": 80,
  "gp_congestion": 0.701,
  "hold_path_end": "ucg01.clkUtx",
  "setup_violations": 0,
  "dieArea_um2": 6400,
  "cts_setup_buffers": 0,
  "path_cells": "clkdlybuf4s50_1",
  "antenna_cells": 0,
  "worstPathRequired_ns": 2.72,
  "grt_antenna_before_repair": 0,
  "grt_pass1_vias": 414,
  "p_total_mw": 0.193,
  "row_count": 21,
  "mostFrequentLayoutCells": "conb_1, dfrtp_1, inv_1, dfstp_2",
  "yosysChipArea_um2": 698,
  "finalCriticalPeriod_ns": 1.81,
  "clock-sinks": 9,
  "dp_hpwl_um": 918,
  "cts_buffers": 3,
  "cpMaxStageDelayCell": "clkdlybuf4s50_1",
  "clkTransAtPathRegs_ns": 0.06,
  "path_class": "flop to output pin",
  "cap_viol_max_count": 0,
  "cts-resized-gates": 0,
  "portBuffers": 2,
  "synth_stat.cells": 72,
  "drt_iter0_drc": 1,
  "hold_ws_ns": 0.517,
  "max_stage_delay_ns": 0.49,
  "r2r_slack_ns": 1.65,
  "fin_setup_tns_ns": 0,
  "drive_above_1_share": 0.147,
  "vias": 363,
  "core-area_um2": 3420,
  "crit_path_end_kind": "output pin",
  "rsz0062_at_grt": "no",
  "critical_path_arrival_ns": 1.13,
  "reg2reg_to": "ucg01.cnt[4]"
}
-- how the worst max path moves through the flow --
| stage | startpoint | end | depth (start not counted) |
|---|---|---|---|
| finish | ucg01.clkUtx | clkUtx | 1 |
| global route | ucg01.clkUtx | clkUtx | 1 |
| CTS | ucg01.clkUtx | clkUtx | 1 |
-- layout make-up --
| cell class | instances | area [um^2] |
|---|---|---|
| clock buffers | 4 | 26.3 |
| repair buffers | 2 | 20.0 |
| well taps | 46 | 57.6 |
| fillers | 385 | 2760 |
| flip-flops and latches | 9 | 230 |
| inverters | 4 | 15.0 |
| multi-input cells | 56 | 307 |
-- cell usage after synthesis --
| cell | count | area [um^2] |
|---|---|---|
| a21oi_1 | 1 | 5.00 |
| a31oi_1 | 1 | 6.26 |
| and2_2 | 1 | 7.51 |
| buf_4 | 34 | 255 |
| buf_6 | 1 | 11.3 |
| conb_1 | 2 | 7.51 |
| dfrtp_1 | 5 | 125 |
| dfstp_2 | 4 | 105 |
| ha_1 | 1 | 12.5 |
| inv_1 | 4 | 15.0 |
| mux2i_1 | 3 | 30.0 |
| nand2_1 | 1 | 3.75 |
| nor3_1 | 1 | 5.00 |
| nor3b_1 | 1 | 7.51 |
| nor4_1 | 1 | 6.26 |
| o21ai_0 | 2 | 10.0 |
| o21bai_1 | 1 | 7.51 |
| o31ai_1 | 1 | 7.51 |
| o41a_2 | 1 | 12.5 |
| or4_4 | 2 | 22.5 |
| xnor2_1 | 3 | 26.3 |
| xor2_1 | 1 | 8.76 |
-- layer usage --
layer  wire length [um]  vias to the layer above
li1                   -                      172
met1                450                      172
met2                559                       19
met3                106                        0
met4                  0                        0
met5                  0                        -
-- flip-flops by register name, summed over array words and instances, names as in the netlist --
name	cells
ucg01.clkUtx	1
ucg01.cnt	8
-- logic make-up after synthesis --
group / after synthesis / synth area share
fa+ha+maj: 1 / 0.0179
buf+inv: 39 / 0.403
flops: 9 / 0.330
compound gates: 7 / 0.0699
other cells: 2 / 0.0108
simple gates: 7 / 0.0753
mux: 3 / 0.0430
xor+xnor: 4 / 0.0502
-- metrics by stage --
step / setup slack (ns) / util
5_1_grt: 1.50 / 0.192
4_1_cts: 1.57 / 0.192
3_5_place_dp: 1.65 / 0.184
6_report: 1.59 / 0.192
3_3_place_gp: 1.67 / 0.184
2_1_floorplan: 1.66 / -
-- power by group --
group	total (mW)	internal, mW	leakage [nW]	switching [mW]
combinational	0.00527	0.00101	0.214	0.00426
clock	0.0808	0.0451	0.0150	0.0357
sequential	0.107	0.107	0.113	0
total	0.193	0.153	0.343	0.0399
No activity file was given, so power comes from the tool's default toggle rates.
