==> /design/flow/design.v <==
module uart_clkgen_10mhz_115200(
    clkUtx,
    nRst,
    clk10mhz
);
input   wire                clk10mhz;	 
input   wire                nRst;	 
output  reg                 clkUtx;	 
reg         [7:0]                   cnt;		
reg[2:0] uart_ctrl;	 
always @ (posedge clk10mhz or negedge nRst) begin
    if(!nRst) begin
        cnt                 <= 8'd43 ;
        clkUtx              <=  1'b0 ;
    end
    else begin
        if (cnt[7:1] == 7'd0 ) begin
            if ( clkUtx == 1'b1 ) begin
                cnt         <= 8'd43 ;
                clkUtx      <=  1'b0 ;
            end
            else begin
                cnt         <= 8'd44 ;
                clkUtx      <=  1'b1 ;
            end
        end
        else begin
            cnt             <= cnt - 8'd1 ;
        end
    end
end
endmodule
module uart_tx_only(
    uTx,
    txBusy,
    txData8,
    txStart,
    nRst,
    clk
);
output                          uTx;	 
output                          txBusy;	 
input   [7:0]                   txData8;	 
input                           txStart;		 
input                           nRst;		 
input                           clk;		 
assign uTx = 1'b1 ;
endmodule
module uart_set_show_config_top(
    busDefault,
    busNow,
    uTx,
    clkUtx ,
    nRst,
    clk10mhz
);
input   wire    [32:1]            busDefault ;
output  wire    [32:1]            busNow ;
input   wire                            clk10mhz;	 
input   wire                            nRst;		 
output  wire                            clkUtx;	
output  wire                            uTx;	
wire            [7:0]                   txData8;	
wire                                    txBusy;		
assign txData8  =   'h08;
assign busNow   =   busDefault ;
uart_clkgen_10mhz_115200		
ucg01(	
    .clk10mhz(clk10mhz),	 
    .nRst(nRst),
    .clkUtx(clkUtx)
);
uart_tx_only
tx01(		
    .uTx(uTx),
    .txBusy(txBusy),
    .txData8(txData8),
    .txStart(1'b0),
    .nRst(nRst),
    .clk(clkUtx)
);
endmodule
==> /design/flow/run.sh <==
#!/bin/bash
# OpenROAD 26Q1-2900-gdf79404cd8, Yosys 0.63+post, stock flow scripts
make -C /OpenROAD-flow-scripts/flow DESIGN_CONFIG=/design/flow/config.mk WORK_HOME=/design/flow/orfs finish
==> /design/flow/config.mk <==
export PLATFORM = sky130hd
export DESIGN_NAME = uart_set_show_config_top
export DESIGN_NICKNAME = uart_set_show_config_top
export VERILOG_FILES = /design/flow/design.v
export SDC_FILE = /design/flow/constraint.sdc
export NUM_CORES = 4
export LEC_CHECK = 1
export CORE_AREA = 10 10 70 70
export DIE_AREA = 0 0 80 80
==> /design/flow/constraint.sdc <==
current_design uart_set_show_config_top

set clk_period 3.4
set clk_io_pct 0.2

create_clock -name clk0 -period $clk_period [get_ports {clk10mhz}]

set non_clock_inputs [all_inputs -no_clocks]
set_input_delay [expr $clk_period * $clk_io_pct] -clock clk0 $non_clock_inputs
set_output_delay [expr $clk_period * $clk_io_pct] -clock clk0 [all_outputs]
==> reports/results.md <==
| Group | Metric | Reported |
|:---|:---|:---|
| critical path | Critical path start-end classification | register to output pin |
| logic synthesis | Synth unique cells | 22 |
| placement | Pre-CTS WS | 1.67 ns |
| run status | Status | complete, no violations |
| critical path | Beginning of the worst register-to-register path | ucg01.cnt[4] |
| critical path | Crit path arrival time | 1.13 ns |
| logic synthesis | Post-synthesis async set-or-reset flop share | 1.00 |
| global routing | Antenna violations before repair | 0 |
| global routing | First-pass GRT wire length | 1570 um |
| timing | Post-layout minimum cycle time | 1.81 ns |
| logic synthesis | Synth top cells by count | 33 x sky130_fd_sc_hd__buf_4, 5 x sky130_fd_sc_hd__dfrtp_1, 4 x sky130_fd_sc_hd__dfstp_2, 4 x sky130_fd_sc_hd__inv_1 |
| critical path | Worst endpoint required time | 2.72 ns |
| timing | Final count of pins violating max slew | 0 |
| cts | # resized after CTS | 0 |
| worst hold path | Worst min-delay path category | register to register |
| cts | Post-CTS Hold Fix Bufs | 0 |
| timing | Hold Fails Final Rpt | 0 |
| critical path | CP max-delay cell | sky130_fd_sc_hd__clkdlybuf4s50_1 |
| timing | Setup WS post-layout | 1.59 ns |
| timing | Sum Neg Setup Slack | 0 ns |
| cts | Number of buffers added by the clock tree synthesis step | 3 |
| pwr | Leakage power summed over all cells | 0.236 nW |
| logic synthesis | Leading cell types by total area after synthesis | sky130_fd_sc_hd__buf_4 36%, sky130_fd_sc_hd__dfrtp_1 18%, sky130_fd_sc_hd__dfstp_2 15%, sky130_fd_sc_hd__mux2i_1 4.4%, sky130_fd_sc_hd__xnor2_1 3.8% |
| die | Row count | 21 |
| cts | CTS Root Cell | sky130_fd_sc_hd__clkbuf_4 |
| cts | CTS tree | yes |
| die | Width of the die | 80 um |
| logic synthesis | Primary FF master, synth | sky130_fd_sc_hd__dfrtp_1 |
| die | Die footprint | 6400 um2 |
| route | Final routed wire length divided by cell count | 10.6 um |
| placement | GP Congestion | 0.751 |
| logic synthesis | Top-count cell post-synth | sky130_fd_sc_hd__buf_4 |
| route | Ant. Diodes | 0 |
| cts | Worst-path clk slew | 0.06 ns |
| die | Area of the core region | 3420 um2 |
| critical path | Worst reg2reg setup slack | 1.65 ns |
| timing | Final Hold Slack | 0.509 ns |
| critical path | Slowest cell delay on critical path | 0.49 ns |
| route | Post-detailed-routing wire length | 935 um |
| global routing | Global routing usage summed across all routing layers | 0.0303 |
| logic synthesis | Compound Share, Synth | 0.0710 |
| die | Initial cell density of the core | 0.201 |
| route | Remaining design rule violation count | 0 |
| pwr | Worst voltage drop across the vdd grid | 0.213 mV |
| timing | Total of endpoints with negative setup slack in the final report | 0 |
| timing | Unrepaired setup endpoints after global routing | no |
| critical path | List of cells traversed by the critical path | clkdlybuf4s50_1 |
| logic synthesis | Post-Syn Area | 687 um2 |
| logic synthesis | Yosys chip area | 687 um2 |
| cells and area | Fraction of layout cells with a size suffix above 1 | 0.262 |
| logic synthesis | Number of enable flip-flop cells | 0 |
| run | # Max-Cap Violations | 0 |
| global routing | Largest net degree at the start of global routing | 10 |
| logic synthesis | And+or+nand+nor area frac | 0.0765 |
| timing | Clock tree skew after final layout | 0.0104 ns |
| logic synthesis | Post-synthesis instance total | 70 |
| timing | Period Utilization, post-route | 0.532 |
| logic synthesis | Syn Area/Cell | 9.81 um2 |
| logic synthesis | Post-synth seq share | 0.335 |
| cells and area | Fill count | 392 |
| logic synthesis | Post-Synth Adder-Cell Area | 0.0182 |
| run | Tool warnings | 25 |
| route | Average via count per standard cell | 3.39 |
| cells and area | Area growth, synth to finish | -22.6% |
| logic synthesis | Yosys cell count | 70 |
| critical path | Crit-path leading delay family | buffers and inverters |
| logic synthesis | Xor and xnor area share after synthesis | 0.0510 |
| logic synthesis | Synthesis Warnings | 1 |
| worst hold path | Worst Hold Launch | ucg01.clkUtx |
| global routing | Remaining Overflow, GRT | 0 |
| cts | Number of levels in the clock H-tree | 1 |
| pwr | Power per cell area | 360 nW/um2 |
| logic synthesis | Area leader, netlist | sky130_fd_sc_hd__buf_4 |
| cts | Number of buffers on the longest clock path | 2 |
| logic synthesis | Largest non-sequential cell family by area | buffers and inverters |
| route | Iter 0 DRT Violations | 3 |
| logic synthesis | Number of register bits inferred by synthesis | 9 |
| cts | Post-CTS repair timing setup buffer count | 0 |
| route | Number of optimization iterations in the first detailed-route pass | 3 |
| die | Number of placed I/O pins | 68 |
| critical path | Cell depth of the worst flop-to-flop path | 3 |
| logic synthesis | Mux share | 0.0437 |
| critical path | CP max FO | 4 |
| placement | Placed wire-length estimate | 698 um |
| critical path | Capturing element type of the critical path | output pin |
| cells and area | Combinational gate area | 183 um2 |
| route | Number of nets still failing antenna checks after routing | 0 |
| cts | Skew-Pair Late Insertion Delay | 0.26 ns |
| critical path | Crit Reg-Reg Endpoint | ucg01.cnt[4] |
| cts | Number of clock sinks seen by CTS | 9 |
| critical path | Count of buffer and inverter cells on the critical path | 1 |
| worst hold path | Endpoint with the worst hold slack | ucg01.cnt[2] |
| placement | Buffers added on ports | 2 |
| global routing | Via count of the first global-routing pass | 330 |
| timing | FMAX | 0.552 GHz |
| worst hold path | Worst Hold Path Cells | 1 |
| route | Number of vias in the routed layout | 298 |
| critical path | Launching element type of the critical path | register |
| cells and area | Area used by sequential logic in the layout | 230 um2 |
| die | Die Span Y | 80 um |
| logic synthesis | Yosys top cell area share | 0.361 |
layout by cell type (no fill, tap or decap):
master	instances
sky130_fd_sc_hd__dfrtp_1	5
sky130_fd_sc_hd__o21ai_0	2
sky130_fd_sc_hd__xor2_1	1
sky130_fd_sc_hd__nor3b_1	1
sky130_fd_sc_hd__and2_2	1
sky130_fd_sc_hd__inv_1	4
sky130_fd_sc_hd__or4_4	2
sky130_fd_sc_hd__nor4_1	1
sky130_fd_sc_hd__ha_1	1
sky130_fd_sc_hd__a21oi_1	1
sky130_fd_sc_hd__o41a_2	1
sky130_fd_sc_hd__clkbuf_1	1
sky130_fd_sc_hd__clkbuf_4	3
sky130_fd_sc_hd__nand2_1	1
sky130_fd_sc_hd__clkdlybuf4s50_1	2
sky130_fd_sc_hd__mux2i_1	3
sky130_fd_sc_hd__a31oi_1	1
sky130_fd_sc_hd__o31ai_1	1
sky130_fd_sc_hd__nor3_1	1
sky130_fd_sc_hd__o21bai_1	1
sky130_fd_sc_hd__conb_1	1
sky130_fd_sc_hd__xnor2_1	3
sky130_fd_sc_hd__dfstp_2	4
state kept, by name, summed over array words and instances, names as in the netlist:
signal and count:
ucg01.clkUtx 1, ucg01.cnt 8
cell type report:
class | instances | share of cell area
clock buffers | 4 | 0.0494
multi-input cells | 23 | 0.344
flip-flops and latches | 9 | 0.433
repair buffers | 2 | 0.0376
inverters | 4 | 0.0282
well taps | 46 | 0.108
routing by layer:
layer,vias up,track usage,routed length (um)
li1,137,-,-
met1,140,0.0359,400
met2,19,0.0337,354
met3,2,0.0341,173
met4,0,0.00880,6
met5,-,0,0
power by group:
group / internal (mW) / switching, mW
clock network: 0.0451 / 0.0357
logic: 0.00101 / 0.00204
registers: 0.107 / 0
how the worst max path moves through the flow:
stage | from | to | slack [ns] | cells after the start
after global routing | ucg01.clkUtx | clkUtx | 1.52 | 1
final | ucg01.clkUtx | clkUtx | 1.59 | 1
after CTS | ucg01.clkUtx | clkUtx | 1.57 | 1
kinds of logic (layout without fill, tap and decap cells):
group | after synthesis | after routing
buf+inv | 38 | 10
flops | 9 | 9
compound gates | 7 | 7
simple gates | 7 | 7
xor+xnor | 4 | 4
mux | 3 | 3
fa+ha+maj | 1 | 1
other cells | 1 | 1
metrics by stage:
step	total power, mW	util	instances	cell area [um2]
final	0.191	0.156	88	532
after global routing	0.201	0.156	88	532
after CTS	0.194	0.156	88	532
after detailed placement	0.112	0.148	84	505
after global placement	0.112	0.148	84	505
after floorplan	0.132	-	70	687
Power figures rest on the tool's default switching activity, not on a simulated workload.
